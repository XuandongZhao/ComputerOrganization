File: /design/flow/run.sh
#!/bin/bash
# OpenROAD 26Q1-2900-gdf79404cd8, Yosys 0.63+post, stock flow scripts
make -C /OpenROAD-flow-scripts/flow DESIGN_CONFIG=/design/flow/config.mk WORK_HOME=/design/flow/orfs finish
File: /design/flow/config.mk
export PLATFORM = sky130hd
export DESIGN_NAME = MemRAM_Dummy
export DESIGN_NICKNAME = MemRAM_Dummy
export VERILOG_FILES = /design/flow/design.v
export SDC_FILE = /design/flow/constraint.sdc
export NUM_CORES = 4
export LEC_CHECK = 1
export CORE_UTILIZATION = 40
File: /design/flow/constraint.sdc
current_design MemRAM_Dummy

set clk_period 28.7
set clk_io_pct 0.2

create_clock -name clk0 -period $clk_period [get_ports {clka}]

set non_clock_inputs [all_inputs -no_clocks]
set_input_delay [expr $clk_period * $clk_io_pct] -clock clk0 $non_clock_inputs
set_output_delay [expr $clk_period * $clk_io_pct] -clock clk0 [all_outputs]
File: /design/flow/design.v
`timescale 1ns / 1ps
module MemRAM_Dummy(
  clka,
  wea,
  addra,
  dina,
  douta
    );
input clka;
input [0 : 0] wea;
input [31 : 0] addra; 
input [31 : 0] dina; 
output [31 : 0] douta; 
	reg [31:0] MyF0000000;
	reg [31:0] MyF0000004;
   reg [31:0] MyE0000000;
wire [29:0] AddrDiv4 = addra[31:2];
	reg[31:0] register [0:256];  
	wire rst = 0; 
integer i;
initial begin
		MyF0000000 = 1;
		MyF0000004 = 4;
		MyE0000000 = 32'hFF;
		register[0] = 32'h08000008;
register[1] = 32'h00000020;
register[2] = 32'h00000020;
register[3] = 32'h00000020;
register[4] = 32'h00000020;
register[5] = 32'h00000020;
register[6] = 32'h00000020;
register[7] = 32'h00000020;
register[8] = 32'h00000827;
register[9] = 32'h00211820;
register[10] = 32'h00631820;
register[11] = 32'h00631820;
register[12] = 32'h00631820;
register[13] = 32'h00631820;
register[14] = 32'h00631820;
register[15] = 32'h0060A027;
register[16] = 32'h00631820;
register[17] = 32'h00631820;
register[18] = 32'h00631820;
register[19] = 32'h00631820;
register[20] = 32'h00631820;
register[21] = 32'h00631820;
register[22] = 32'h00631820;
register[23] = 32'h00631820;
register[24] = 32'h00631820;
register[25] = 32'h00631820;
register[26] = 32'h00631820;
register[27] = 32'h00631820;
register[28] = 32'h00631820;
register[29] = 32'h00631820;
register[30] = 32'h00631820;
register[31] = 32'h00631820;
register[32] = 32'h00631820;
register[33] = 32'h00631820;
register[34] = 32'h00631820;
register[35] = 32'h00631820;
register[36] = 32'h00633020;
register[37] = 32'h00C61820;
register[38] = 32'h00632020;
register[39] = 32'h00846820;
register[40] = 32'h01AD4020;
register[41] = 32'h0001102A;
register[42] = 32'h00427020;
register[43] = 32'h01CE7020;
register[44] = 32'h00005027;
register[45] = 32'h014A5020;
register[46] = 32'hAC660004;
register[47] = 32'h8C650000;
register[48] = 32'h00A52820;
register[49] = 32'h00A52820;
register[50] = 32'hAC650000;
register[51] = 32'h01224820;
register[52] = 32'hAC890000;
register[53] = 32'h8C0D0214;
register[54] = 32'h8C650000;
register[55] = 32'h00A52820;
register[56] = 32'h00A52820;
register[57] = 32'hAC650000;
register[58] = 32'h8C650000;
register[59] = 32'h00A85824;
register[60] = 32'h01A26820;
register[61] = 32'h11A00017;
register[62] = 32'h8C650000;
register[63] = 32'h01CE9020;
register[64] = 32'h0252B020;
register[65] = 32'h02569020;
register[66] = 32'h00B25824;
register[67] = 32'h11600005;
register[68] = 32'h1172000A;
register[69] = 32'h01CE9020;
register[70] = 32'h1172000B;
register[71] = 32'hAC890000;
register[72] = 32'h08000036;
register[73] = 32'h11410001;
register[74] = 32'h0800004D;
register[75] = 32'h00005027;
register[76] = 32'h014A5020;
register[77] = 32'hAC8A0000;
register[78] = 32'h08000036;
register[79] = 32'h8E290260;
register[80] = 32'hAC890000;
register[81] = 32'h08000036;
register[82] = 32'h8E290220;
register[83] = 32'hAC890000;
register[84] = 32'h08000036;
register[85] = 32'h8C0D0214;
register[86] = 32'h014A5020;
register[87] = 32'h01425025;
register[88] = 32'h022E8820;
register[89] = 32'h02348824;
register[90] = 32'h01224820;
register[91] = 32'h11210001;
register[92] = 32'h0800005F;
register[93] = 32'h000E4820;
register[94] = 32'h01224820;
register[95] = 32'h8C650000;
register[96] = 32'h00A55820;
register[97] = 32'h016B5820;
register[98] = 32'hAC6B0000;
register[99] = 32'hAC660004;
register[100] = 32'h0800003E;
register[101] = 32'h00000000;
register[102] = 32'h00000000;
register[103] = 32'h00000000;
register[104] = 32'h00000000;
register[105] = 32'h00000000;
register[106] = 32'h00000000;
register[107] = 32'h00000000;
register[108] = 32'h00000000;
register[109] = 32'h00000000;
register[110] = 32'h00000000;
register[111] = 32'h00000000;
register[112] = 32'h00000000;
register[113] = 32'h00000000;
register[114] = 32'h00000000;
register[115] = 32'h00000000;
register[116] = 32'h00000000;
register[117] = 32'h00000000;
register[118] = 32'h00000000;
register[119] = 32'h00000000;
register[120] = 32'h00000000;
register[121] = 32'h00000000;
register[122] = 32'h00000000;
register[123] = 32'h00000000;
register[124] = 32'h00000000;
register[125] = 32'h00000000;
register[126] = 32'h00000000;
register[127] = 32'h00000000;
register[128] = 32'hF0000000;
register[129] = 32'h000002AB;
register[130] = 32'h80000000;
register[131] = 32'h0000003F;
register[132] = 32'h00000001;
register[133] = 32'hFFFFFFFD;
register[134] = 32'h0000FFFF;
register[135] = 32'h80000000;
register[136] = 32'h00000000;
register[137] = 32'h11111111;
register[138] = 32'h22222222;
register[139] = 32'h33333333;
register[140] = 32'h44444444;
register[141] = 32'h55555555;
register[142] = 32'h66666666;
register[143] = 32'h77777777;
register[144] = 32'h88888888;
register[145] = 32'h99999999;
register[146] = 32'hAAAAAAAA;
register[147] = 32'hBBBBBBBB;
register[148] = 32'hCCCCCCCC;
register[149] = 32'hDDDDDDDD;
register[150] = 32'hEEEEEEEE;
register[151] = 32'hFFFFFFFF;
register[152] = 32'h557EF7E0;
register[153] = 32'hD7BDFBD9;
register[154] = 32'hD7DBFDB9;
register[155] = 32'hDFCFFCFB;
register[156] = 32'hDFCFBFFF;
register[157] = 32'hF7F3DFFF;
register[158] = 32'hFFFFDF3D;
register[159] = 32'hFFFF9DB9;
register[160] = 32'hFFFFBCFB;
register[161] = 32'hDFCFFCFB;
register[162] = 32'hDFCFBFFF;
register[163] = 32'hD7DB9FFF;
register[164] = 32'hD7DBFDB9;
register[165] = 32'hD7BDFBD9;
register[166] = 32'hFFFF07E0;
register[167] = 32'h007E0FFF;
register[168] = 32'h03BDF020;
register[169] = 32'h03DEF820;
register[170] = 32'h08002300;
register[171] = 32'h00000000;
register[172] = 32'h00000000;
register[173] = 32'h00000000;
register[174] = 32'h00000000;
register[175] = 32'h00000000;
	end
wire NOT_TRUE_RAM;
assign NOT_TRUE_RAM = (addra==32'hF0000000) || (addra==32'hF0000004) || (addra==32'hE0000000);
assign douta[31:0] = (addra== 32'hF0000000) ? MyF0000000[31:0] : 
							(
							(addra== 32'hF0000004) ? MyF0000004[31:0] : 
								(
								(addra== 32'hE0000000) ? MyE0000000[31:0] : 
									register[AddrDiv4]
								)
							);
always @(negedge clka or posedge rst)
	begin
		if (rst==1) 
		begin  
			for (i=0; i<32; i=i+1)
				register[i] <= 0;
		end
else begin
			if ( addra== 32'hF0000000 && (wea == 1))  
			MyF0000000[31:0] <= dina;
			else if ( addra== 32'hF0000004 && (wea == 1))  
			MyF0000004[31:0] <= dina;
			else if ( addra== 32'hE0000000 && (wea == 1))  
			MyE0000000[31:0] <= dina;
			else if ( 1 && (wea == 1))  
			register[AddrDiv4] <= dina;
		end
end
endmodule
==> run notes <==
The run stopped with a tool error. The flow halted during global routing (5_1_grt). The first error in the log reads "[ERROR GRT-0116] Global routing finished with congestion. Check the congestion regions in the DRC Viewer".

The fraction of registers with async set/reset is 0, and the multiplexer share of the synthesized area is 0.00465. The number of hold buffers added after CTS was 0. The run gives 8,320 for the number of synthesized register bits. In this run the tool buffered the top-level ports with 97 buffer cells. The area fraction in full adders, half adders and majority gates came out at 0.

During synthesis, Yosys emitted a total of 2 warnings. The area fraction in and, or, nand and nor cells after synthesis works out to 0.0428. The last weighted congestion value of the routability-driven placer came out at 1.38. The number of enable flip-flop cells works out to 8,320.

The height of the die is 877 um. The commonest cells after synthesis are edfxtp_1 (8,320), a22oi_1 (2,975), nor3_1 (687). The first global-routing pass estimated 4320 mm of wire. The floorplan core density was 0.401. Looking at area per cell type in the netlist, the leader is edfxtp_1. The I/O pin count is 98.

HPWL reported at the end of detailed placement: 1970 mm. The run gives 0.306 mm^2 as the chip area from the yosys synthesis statistics. The pin count of the biggest net entering global routing was 105; the TritonCTS sink count was 8,320.

The total routing resource utilization after global routing is 0.938, and the register share after synthesis is 0.816. The synthesized instance count is 17,000. The run gives 84 as the tally of unique sky130hd cells used after synthesis. The run gives 0 for the post-CTS setup-driven buffer insertion count. The synthesis report lists the most area-consuming cells as edfxtp_1 (82%), a22oi_1 (7.3%), a22o_1 (1.1%).

With the placement row count at 321, the cell count listed in synth_stat.txt is 17,000. The most frequent cell after synthesis was edfxtp_1. The AND-OR/OR-AND share of the synthesized area was 0.121. The tools report the number of levels in the clock H-tree as 6. The run gives 898 for the number of buffers added by the clock tree synthesis step. After synthesis the cells add up to 0.306 mm^2.

Summed over all layers, the global routing overflow is 26,300. Cell area reported after detailed placement: 0.339 mm^2. The run gives 0 as the cell resize tally after clock tree synthesis.

Among the non-sequential cells, AND-OR/OR-AND gates take the most area. CTS placed an instance of clkbuf_16 at the clock tree root. The via count of the first global-routing pass came out at 384,000. The synthesized area divided by synthesized cell count was 18.0 um^2. Per the CTS log, the buffer count on the longest clock path is 4. In this run the horizontal extent of the chip is 877 um.

Before CTS, the worst setup slack after placement is 1.44 ns. The parity-gate share of the synthesized area counting xor and xnor cells is 0.0000858. The detailed placer reported the number of placed instances as 28,800. The share of the synthesized area in the top cell type came out at 0.816. The dominant register cell in the synthesized netlist was edfxtp_1.
[metal layers]
metal | GRT usage | overflow
met4 | 0.904 | 4768
met3 | 0.925 | 4742
met2 | 0.989 | 10100
met5 | 0.871 | 537
met1 | 0.913 | 6246
[cells by family after synthesis]
group / Yosys count
flip-flops: 8320
AND-OR/OR-AND: 4952
AND/OR/NAND/NOR: 2487
buffers and inverters: 1143
multiplexers: 136
XOR/XNOR: 3
