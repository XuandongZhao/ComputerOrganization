==> design.v <==
`timescale 1ns / 1ps
module MemROM_Dummy(
  clka,
  wea,
  addra,
  dina,
  douta
    );
input clka;
input [0 : 0] wea;
input [31 : 0] addra; 
input [31 : 0] dina; 
output [31 : 0] douta; 
wire [7:0] AddrDiv4 = addra[9:2];
	reg[31:0] register [0:127];  
	wire rst = 0; 
integer i;
initial begin
register[0] = 32'h08000008;
register[1] = 32'h00000020;
register[2] = 32'h00000020;
register[3] = 32'h00000020;
register[4] = 32'h00000020;
register[5] = 32'h00000020;
register[6] = 32'h00000020;
register[7] = 32'h00000020;
register[8] = 32'h3C03F000;
register[9] = 32'h3C04E000;
register[10] = 32'h3C088000;
register[11] = 32'h2014003F;
register[12] = 32'h3C06F800;
register[13] = 32'h00000827;
register[14] = 32'h0001102A;
register[15] = 32'h202AFFFF;
register[16] = 32'hAC660004;
register[17] = 32'h8C650000;
register[18] = 32'h00A52820;
register[19] = 32'h00A52820;
register[20] = 32'hAC650000;
register[21] = 32'h21290001;
register[22] = 32'hAC890000;
register[23] = 32'h8C0D0014;
register[24] = 32'h8C650000;
register[25] = 32'h00A52820;
register[26] = 32'h00A52820;
register[27] = 32'hAC650000;
register[28] = 32'h8C650000;
register[29] = 32'h00A85824;
register[30] = 32'h21AD0001;
register[31] = 32'h15A00001;
register[32] = 32'h0C000037;
register[33] = 32'h8C650000;
register[34] = 32'h20120008;
register[35] = 32'h0252B020;
register[36] = 32'h02569020;
register[37] = 32'h00B25824;
register[38] = 32'h11600005;
register[39] = 32'h11720009;
register[40] = 32'h20120008;
register[41] = 32'h1172000A;
register[42] = 32'hAC890000;
register[43] = 32'h08000018;
register[44] = 32'h15410002;
register[45] = 32'h00005027;
register[46] = 32'h014A5020;
register[47] = 32'hAC8A0000;
register[48] = 32'h08000018;
register[49] = 32'h8E290060;
register[50] = 32'hAC890000;
register[51] = 32'h08000018;
register[52] = 32'h8E290020;
register[53] = 32'hAC890000;
register[54] = 32'h08000018;
register[55] = 32'h8C0D0014;
register[56] = 32'h014A5020;
register[57] = 32'h354A0001;
register[58] = 32'h22310004;
register[59] = 32'h02348824;
register[60] = 32'h01224820;
register[61] = 32'h15210001;
register[62] = 32'h21290005;
register[63] = 32'h8C650000;
register[64] = 32'h00A55820;
register[65] = 32'h016B5820;
register[66] = 32'hAC6B0000;
register[67] = 32'hAC660004;
register[68] = 32'h03E00008;
	end
assign douta = register[AddrDiv4];  
always @(negedge clka or posedge rst)
	begin
		if (rst==1) 
		begin  
			for (i=0; i<32; i=i+1)
				register[i] <= 0;
		end
else begin
			if ( 1 && (wea == 1))  
			register[AddrDiv4] <= dina;
		end
end
endmodule
==> run.sh <==
#!/bin/bash
# OpenROAD 26Q1-2900-gdf79404cd8, Yosys 0.63+post, stock flow scripts
make -C /OpenROAD-flow-scripts/flow DESIGN_CONFIG=/design/flow/config.mk WORK_HOME=/design/flow/orfs finish
==> config.mk <==
export PLATFORM = sky130hd
export DESIGN_NAME = MemROM_Dummy
export DESIGN_NICKNAME = MemROM_Dummy
export VERILOG_FILES = /design/flow/design.v
export SDC_FILE = /design/flow/constraint.sdc
export NUM_CORES = 4
export LEC_CHECK = 1
export CORE_UTILIZATION = 40
==> constraint.sdc <==
current_design MemROM_Dummy

set clk_period 52.0
set clk_io_pct 0.2

create_clock -name clk0 -period $clk_period [get_ports {clka}]

set non_clock_inputs [all_inputs -no_clocks]
set_input_delay [expr $clk_period * $clk_io_pct] -clock clk0 $non_clock_inputs
set_output_delay [expr $clk_period * $clk_io_pct] -clock clk0 [all_outputs]
==> notes.md <==
This note records the results obtained with Yosys and OpenROAD.

Finish
Ranked by flip-flop count, first place goes to register. The share of layout cells above drive strength 1 is 13.6%. The register with the most flip-flops in the layout has 4,096 of them. The layout overhead on the synthesized area is 28.8%.

The registers reported with the highest flop counts are register: 4096 flops.

Worst setup path
The longest incremental delay of any stage on the critical path is reported as about 1.3 ns. The arrival time of the worst setup path is between 30 and 40 ns. The slowest cell on the critical path is sky130_fd_sc_hd__nor4_1. Data on the critical path is required at its endpoint by 41.60 ns. Walking the worst path, the cells encountered are a22oi_1 -> o22ai_1 -> nor4_1 -> buf_4 -> o2111ai_1 -> nor4_1 -> buf_4 -> a31oi_1 -> clkdlybuf4s50_1.

The kind of capture point of the worst setup path is a primary output. The critical path is of the reg2out type. The largest fanout on the critical path is 1. The element type at the critical path start is a flip-flop.

Yosys
A synthesized cell averages 18.4 um2. In this run the biggest area consumer among cell types represents 82.0% of the synthesized area. Warnings reported by Yosys during synthesis add up to 2. Of all cell types, the one taking the most synthesized area is sky130_fd_sc_hd__edfxtp_1. Yosys reports that the most numerous cell types are sky130_fd_sc_hd__edfxtp_1, sky130_fd_sc_hd__a22oi_1, sky130_fd_sc_hd__clkbuf_1. Per the synthesis report, the number of distinct cell types is roughly 72. Ranked by total cell area, the synthesized netlist is headed by sky130_fd_sc_hd__edfxtp_1, sky130_fd_sc_hd__a22oi_1, sky130_fd_sc_hd__a22o_1, sky130_fd_sc_hd__a222oi_1, sky130_fd_sc_hd__clkbuf_1. The synthesized netlist handed to floorplanning was reported with a cell count of a little over 8,000. The number of flip-flops and latches in the synthesized netlist is 4,096. The async set or reset register ratio after synthesis is 0%.

The most frequently used cell type in the post-synthesis netlist is sky130_fd_sc_hd__edfxtp_1. Summing every instance area after synthesis gives 150,000 um2. The number of synthesized flops with an enable pin is slightly above 4,000.

The number of cell instances after yosys synthesis is a little over 8,000. The most used flip-flop cell after synthesis is sky130_fd_sc_hd__edfxtp_1. The chip area line of the yosys report is roughly 150,000 um2.

The proportion of synthesized chip area in sequential cells is roughly 82%.

CTS
The number of CTS-inserted buffers is 435. The clock tree root driver cell is sky130_fd_sc_hd__clkbuf_16. Post-CTS timing repair inserted 0 buffers for setup. The maximum level of the CTS H-tree is 5.

The count of cells resized by post-cts repair is 0. The clock-pin slew reported for the worst setup and hold paths after clock tree synthesis is 0.03 ns. For this design, the CTS-stage hold fixing added 0 buffers. The CTS tree is done. Looking at the clock tree report, the maximum root-to-sink buffer count equals 4. The sink count of the clock tree is just over 4,000.

GRT
The first-pass GRT wire length is between 1000 and 1500 mm. The pin count of the biggest net entering global routing is 90. The number of global-route vias before repair is 129,371. The global-route usage over all layers is 54.7%. The final global-route overflow total is 0.

The number of antenna violations at the first check in global routing is 138.

Detailed routing
In this run, the number of DRC markers left after iteration 0 of detailed routing was 16,530. The final route contains 127,841 vias. The via density per instance is 6.86. The routed wire length is 941 mm. Before antenna repair, the detailed router went through 9 iterations. The antenna violation net count after detailed routing is 10. The DRC violation count after routing is 0. The detail-routed net length per standard cell is 50.5 um.

Timing
In the final report, the number of hold violations comes to 0. The number of slew-limit violations in the final report is 0. The pin closest to its max-slew limit shows a slew of around 1.5 ns.

The number of setup violations in the final report is 0. Setup repair after global routing left no endpoint under its margin. Setup total negative slack on the finished layout was measured at 0 ns. Per the slew report, the remaining headroom to the max-slew limit stands at under 10%.

Floorplan
The area enclosed by the die boundary is approximately 380,000 um2. After floorplanning, the core was sized to cover 373,000 um2. The number of top-level pins is 98. The number of core rows is between 200 and 250. Once the floorplan was initialized, standard cells occupied 40.2% of the core.

The horizontal extent of the die is 614 um. The vertical die dimension reported for this design is 614 um.

Placed design
Summed over all nets, the half-perimeter wirelength after detailed placement is approximately 550 mm. During placement, the flow inserted port buffers numbering about 72. Routability-driven placement finished with a final weighted congestion of 1.11.

Power
The power density over the cells is 44.1 nW/um2. VDD sags by at most 0.0281 mV. Total power for the finished layout comes to 8.53 mW.

In this run the static leakage power is roughly 77 nW.

Status
The flow ran to the end, but the final reports show violations. The checks that failed: antenna rules.

Worst hold path
The classification of the worst-slack hold path is in2out.

Run
Max-cap violations in this run came to 0. OpenROAD emitted warnings numbering 1,053.
## through the flow
stage	utilization (%)	area (um2)	setup WS, ns	hold WS [ns]	cells
floorplan	-	150000	11.82	21.43	8140
global placement	43.4	162000	10.82	22.48	13372
detailed placement	43.4	162000	10.84	22.46	13372
CTS	51.6	192000	10.71	22.46	18265
global route	51.7	193000	10.30	22.49	18419
finish	51.8	193000	10.19	22.54	18646
## area by class of cell
cell class / instances / area, um2
multi-input cells: 3494 / 26300
fillers: 29039 / 180000
inverters: 3 / 11.3
well taps: 4972 / 6220
flip-flops and latches: 4096 / 123000
repair buffers: 807 / 6220
clock buffers: 442 / 11100
diodes: 380 / 951
clock inverters: 4452 / 19400
## placed cells by master (no fill, tap or decap), drive strengths merged, types with 30 or more instances in the layout
cell and count:
inv 4253, edfxtp 4096, a22oi 1286, buf 774
clkbuf 443, diode 380, a22o 257, nor2 224
and3 189, o22ai 187, a221oi 140, nand4 134
a222oi 134, nand2 128, nand3 106, clkinvlp 104
a21oi 96, nor4 91, bufinv 79, nor3 68
o21ai 45, mux2i 43, or4 39, a31oi 36
o211ai 32, clkdlybuf4s50 32, mux2 30
## cells by family after synthesis
logic type / count (synthesis) / share of synthesized area, %
flip-flops: 4096 / 82.0
multiplexers: 73 / 0.512
buffers and inverters: 550 / 1.53
AND-OR/OR-AND: 2352 / 12.0
AND/OR/NAND/NOR: 1069 / 3.91
## final timing paths
path	from	to	slack, ns	cells past startpoint
setup / recovery	register[23][3]	douta[3]	10.19	9
hold / removal	addra[6]	douta[1]	22.54	7
## report_power, final
part	leakage [nW]	switching [mW]	internal (mW)
Clock	29.3	2.17	2.36
Combinational	11.0	0.258	0.0607
Sequential	36.8	0.00298	3.68
Total	77.2	2.43	6.09
## per-layer routing
metal  track usage [%]  up-vias  share of wire, %
met1              44.2    59638                25
met3              58.6     5757                23
li1                  -    44904                 -
met2              64.2    17182                38
met5              38.8        -               1.5
met4              48.7      360                12
## critical path, delay by kind of cell (launching register included)
| family | cells | cell delay [ns] |
|---|---|---|
| AND/OR/NAND/NOR | 2 | 1.73 |
| AND-OR/OR-AND | 4 | 1.18 |
| buffers and inverters | 3 | 1.10 |
| flip-flops | 1 | 0.38 |
Power and IR drop assume default switching activity.
